$ cat flow/run.sh
#!/bin/bash
# OpenROAD 26Q1-2900-gdf79404cd8, Yosys 0.63+post, stock flow scripts
make -C /OpenROAD-flow-scripts/flow DESIGN_CONFIG=/design/flow/config.mk WORK_HOME=/design/flow/orfs finish
$ cat flow/design.v
module Buffer
  (
    input                 clk,
    input                 Reset,
    input                 load,
	 input  [7:0]           data_in,
    output reg [7:0]       data_out 
  );
  always @(posedge clk)
    if (Reset)
      data_out <= 0;
    else
	  if(load)
      data_out <= data_in;
endmodule
module UART_Rx(CLK,RST,SI,Rx_Byte, NINTI); 
input  CLK,RST, SI;
output reg [7:0] Rx_Byte;
output reg  NINTI; 
parameter IDLE = 3'b000;
parameter START_BIT = 3'b001; 
parameter RECV_BIT = 3'b010;
parameter STOP_BIT = 3'b011; 
parameter CLK_FREQ = 200000000;
parameter BAUD_RATE = 115200;
localparam CLKS_FOR_SEND = CLK_FREQ / BAUD_RATE;
localparam CLKS_FOR_RECV = CLKS_FOR_SEND / 2;
reg [2:0]state = 0; 
reg [2:0]Bit_Index = 0; 
reg [$clog2(CLKS_FOR_SEND)-1:0] tx_clk_count=0;
always @(posedge CLK)
 begin 
  if (RST) 
			begin 
			state <= IDLE;
			NINTI <= 1'b0;
			end
  else 
   begin 
	 case (state)
	  IDLE:  
	    begin
		   if (SI==1'b0) 
		   begin 
		   NINTI <= 1'b1;
		   state <= START_BIT; 
			end 
	     else 
		   begin 
			 NINTI <= 1'b1;
		    state <= IDLE; 
	      end	
	   end 
	  START_BIT:  
	    begin 
		  NINTI <= 1'b0;		  
		  state <= RECV_BIT; 
		  Rx_Byte[Bit_Index] <= SI;
		  Bit_Index = Bit_Index + 1;
	    end 	
	  RECV_BIT:  
	    begin 
		  NINTI <= 1'b0;
		  Rx_Byte[Bit_Index] <= SI;  
		  if (Bit_Index < 7) 
		   begin
		    Bit_Index = Bit_Index + 1;
			 state <= RECV_BIT; 
	      end 	
		  else 
		   begin 
			 Bit_Index = 0; 
			 state <= STOP_BIT; 
			end 
		 end 
	  STOP_BIT:  
	   begin 
		 NINTI <= 1'b1; 
		 state <= IDLE; 
		end 
	 endcase
	end 
 end 
endmodule 
module UART_Tx(CLK, RST, Send, Data, SO, NINTO); 
input  CLK, RST, Send;
input [7:0]Data;
output reg SO, NINTO;  
parameter IDLE = 3'b000;
parameter START_BIT = 3'b001; 
parameter TRANS_BIT = 3'b010;
parameter STOP_BIT = 3'b011; 
parameter CLK_FREQ = 200000000;
parameter BAUD_RATE = 115200;
localparam CLKS_FOR_SEND = CLK_FREQ / BAUD_RATE;
reg [2:0]state = 0; 
reg [7:0]One_Byte = 0;  
reg [2:0]Bit_Index = 0; 
reg [$clog2(CLKS_FOR_SEND)-1:0] tx_clk_count=0;
always @(posedge CLK)
 begin 
  if (RST) 
    begin 
	   state <= IDLE;
		SO <= 1'b1;
		NINTO <= 1'b0;
		tx_clk_count <= 0;
	 end
  else 
   begin 
	 case (state)
	  IDLE:  
	    begin 
		  SO <= 1'b1;
		  NINTO <= 1'b0;
		  if (Send) 
		   begin 
				One_Byte <= Data;
				state <= START_BIT; 
				end
	     else 
		   begin 
		    state <= IDLE; 
	      end	
	   end 
	  START_BIT:  
	    begin 
		  SO <= 1'b0;
		  NINTO <= 1'b1;	
		  if(tx_clk_count < CLKS_FOR_SEND-1)
				begin
				tx_clk_count<=tx_clk_count+1;
				state <= START_BIT;
				end
			else
				begin
				tx_clk_count <=0;
				state <= TRANS_BIT; 
				end
	    end 	
	  TRANS_BIT:  
	    begin 
		  NINTO <= 1'b1;
		  SO <= One_Byte[Bit_Index];  
		 if(tx_clk_count < CLKS_FOR_SEND -1)
				begin
				tx_clk_count<=tx_clk_count+1;
				state <= TRANS_BIT;
				end
		else
		begin
		tx_clk_count <=0;
		  if (Bit_Index < 7) 
		   begin
		    Bit_Index = Bit_Index + 1;
			 state <= TRANS_BIT; 
	      end 	
		  else 
		   begin 
			 Bit_Index = 0; 
			 state <= STOP_BIT; 
			end 
		  end 
		end
	  STOP_BIT:  
	   begin 
		 SO <= 1'b1; 
		 NINTO <= 1'b1;
		if(tx_clk_count < CLKS_FOR_SEND -1)
				begin
				tx_clk_count<=tx_clk_count+1;
				state <= STOP_BIT;
				end
			else
				begin
				tx_clk_count <=0; 
				state <= IDLE; 
				end
		end 
	 endcase 
  end 
 end 
endmodule 
module main (Clock,Reset,load,SEND,READ,Tx_Data,NINTO,NINTI,Rx_Data);
input Clock,Reset,SEND,load,READ;
input [7:0] Tx_Data;
output [7:0] Rx_Data;
output NINTI,NINTO;
wire SO;
wire [7:0] data_out,R_Data;
Buffer TX_Buffer (Clock,Reset,load,Tx_Data,data_out);
UART_Tx Transmission(Clock, Reset, SEND, data_out, SO, NINTO); 
UART_Rx Reception(Clock,Reset,SO,R_Data, NINTI); 
Buffer Rx_Buffer (Clock,Reset,READ,R_Data,Rx_Data);
endmodule
$ cat flow/config.mk
export PLATFORM = sky130hd
export DESIGN_NAME = main
export DESIGN_NICKNAME = main
export VERILOG_FILES = /design/flow/design.v
export SDC_FILE = /design/flow/constraint.sdc
export NUM_CORES = 4
export LEC_CHECK = 1
export CORE_UTILIZATION = 40
$ cat flow/constraint.sdc
current_design main

set clk_period 2.0
set clk_io_pct 0.2

create_clock -name clk0 -period $clk_period [get_ports {Clock}]

set non_clock_inputs [all_inputs -no_clocks]
set_input_delay [expr $clk_period * $clk_io_pct] -clock clk0 $non_clock_inputs
set_output_delay [expr $clk_period * $clk_io_pct] -clock clk0 [all_outputs]
==> metrics.yaml <==
power_and_ir_drop:
  post-layout-total-power_mw: 2.14
  p_sw_mw: 0.520
  combinationalPowerShare_pct: 10.9
  internal-power_mw: 1.62
  leakage_nw: 1.14
  power.share.sequential_pct: 59.6
  clock_power_share_pct: 29.5
  pwr_density_cell_mw_per_mm2: 711
  irDropWorstVdd_mv: 0.363
  power_switching_share_pct: 24.3
final_timing:
  clock.fmax_mhz: 566
  grt_setup_unrepaired: "false"
  final.setup_skew_ns: 0.00545
  slew_viol_final: 0
  finalHoldViolations: 0
  hold_slack_ns: 0.445
  timing.final.setup_violations: 0
  final_min_period_over_clock_period_pct: 88.4
  max-slew-margin-rel_pct: 69.4
  slew_at_the_pin_closest_to_its_max_slew_limit_ns: 0.457
  setup_ws_ns: 0.233
  final_critical_delay_including_setup_and_external_delays_ns: 1.77
  setup-tns-final_ns: 0
clock_network:
  library_cell_used_as_clock_root_buffer: "clkbuf_8"
  post_cts.resized_instances: 0
  post-cts-setup-buffer-count: 0
  cts_made_buffers: 5
  tritoncts_clock_tree: "yes"
  cts_num_sinks: 56
  cts.path.max_buffers: 2
  ctsHtreeMaxLevel: 2
  clk-insertion-delay-late_ns: 0.31
  clkTransAtPathRegs_ns: 0.10
  ctsHoldBuffers: 0
finish:
  drive_above_1_share_pct: 11.9
  filler_cell_count: 545
  fin_util_pct: 49.7
  final_cells: 345
  postLayoutCellArea_mm2: 0.00301
  area_growth_syn_to_layout_pct: 17.1
place:
  dpl_worst_slack_ns: 0.252
  finalWeightedCongestion: 0.814
  dp_hpwl_um: 3090
  placement.io_buffers: 22
  numPlacedInstances: 337
  placement.cell_area_mm2: 0.00292
grt:
  grt_overflow: 0
  grt_first_pass_wirelength_um: 7390
  maximum_number_of_pins_on_one_net_before_global_route_repair: 19
  antenna_violations_before_repair: 0
  vias_in_the_first_global_route: 1546
  grt.total_usage_pct: 14.9
route:
  antenna_left: 0
  drt_drc_violations_left: 0
  vias_per_cell: 4.93
  drt-initial-drc-count: 117
  drt_pass1_iterations: 4
  num_vias: 1701
  wl_per_cell_um: 12.6
  routed_wl_um: 4340
  antenna_cells_inserted: 0
floorplanning:
  placeableCoreArea_mm2: 0.00606
  initial_core_util_pct: 42.4
  die_area_mm2: 0.00675
  die_h_um: 82.2
  design.portCount: 23
  placementRows: 28
  die_x_um: 82.2
critical_path:
  timing.critical_path.required_ns: 2.07
  critPathArrivalTime_ns: 1.84
  r2r_setup_slack_ns: 0.23
  crit-reg2reg-capture: "Reception.Rx_Byte[4]"
  critical_path.reg2reg.startpoint: "Reception.Bit_Index[1]"
  worst-path-buf-inv: 1
  path_class: "register to register"
  critical-path-max-stage-delay_ns: 0.43
  largest_fanout_on_the_critical_path: 5
  crit_family: "flip-flops"
  crit_chain: "inv_1 -> ha_1 -> xor2_1 -> nor4_1 -> mux2_2"
  critPathSlowestCell: "edfxtp_1"
  worstSetupEndpointType: "register"
  timing.reg2reg.worst_path_depth: 5
  cp-start-kind: "register"
synthesis:
  ys_chip_area_mm2: 0.00257
  unique_masters_post_synth: 37
  yosysCellCount: 238
  number_of_standard_cells_after_synthesis: 238
  ys_ff: 56
  syn-cell-area_mm2: 0.00257
  synthesis_warning_total: 3
  postSynthAreaPerCell_um2: 10.8
  register_share_after_synthesis_pct: 52.2
hold_path:
  min-delay-start: "TX_Buffer.data_out[7]"
  hold_end: "Transmission.One_Byte[7]"
  worstHoldPathCells: 0
  hp-class: "register to register"
flow_run:
  drv_cap: 0
  warnings: 34
status:
  result_of_the_run: "finished clean"
## cells by family after synthesis
group | count (synthesis) | synth area share, %
adder cells (fa/ha/maj) | 14 | 6.82
multiplexers | 24 | 10.6
XOR/XNOR | 10 | 3.41
AND/OR/NAND/NOR | 89 | 16.8
buffers and inverters | 22 | 3.55
flip-flops | 56 | 52.2
AND-OR/OR-AND | 23 | 6.67
## layout make-up
cell class	count	area (um^2)	share of cell area [%]
clock inverters	3	21.3	0.707
well taps	75	93.8	3.12
multi-input cells	160	1140	37.8
flip-flops and latches	56	1340	44.6
repair buffers	32	295	9.81
inverters	14	52.6	1.75
clock buffers	5	68.8	2.29
## Yosys cell counts, drive strengths merged
cell	n	area (um^2)
a21oi	5	25.0
xnor2	7	61.3
edfxtp	22	661
a31oi	3	18.8
a211oi	1	7.51
a21o	1	15.0
nand2b	1	6.26
nand4	3	18.8
nor4	3	18.8
nor3	7	35.0
nand2	19	71.3
xor2	3	26.3
o31a	1	10.0
o21ai	8	40.0
dfxtp	34	681
o311ai	1	8.76
inv	14	52.6
o31ai	1	21.3
nand3b	2	15.0
buf	1	11.3
nor2	35	131
or4	1	7.51
mux2i	17	170
and3	1	7.51
and2	3	18.8
ha	14	175
nand3	7	52.6
nor2b	5	31.3
o311a	1	10.0
mux2	5	56.3
mux4	2	45.0
nand4b	2	17.5
clkbuf	7	27.5
a2111oi	1	15.0
## power groups by stage
stage	clock, mW	combinational (mW)	sequential (mW)
after CTS	0.661	0.237	1.28
after global routing	0.710	0.266	1.28
final	0.631	0.234	1.28
## metal layers
metal  part of all wire, %  global-route usage, %  up-vias
met2                    42                   20.4       35
met5                     0                      0        -
met1                    53                   25.3      777
li1                      -                      -      887
met3                   4.6                   4.24        2
met4                  0.46                   1.05        0
## worst max path at each step
stage	startpoint	to	slack (ns)	cells past startpoint
finish	Reception.Bit_Index[1]	Reception.Rx_Byte[4]	0.23	5
CTS	Reception.Bit_Index[1]	Reception.Rx_Byte[4]	0.23	4
global route	Reception.Bit_Index[1]	Reception.Rx_Byte[4]	0.10	4
## registers in the layout (all words and copies together), names as in the netlist, 2 cells and up
signal,cells
Reception.state,2
Reception.Bit_Index,3
Reception.Rx_Byte,8
Transmission.state,2
Transmission.One_Byte,8
Rx_Buffer.data_out,8
TX_Buffer.data_out,8
Transmission.Bit_Index,3
Transmission.tx_clk_count,11
## cell usage in the layout (no fill, tap or decap), types with 3 or more instances in the layout
cell / count
mux2_2: 5
nand4_1: 3
clkbuf_8: 5
a21oi_1: 5
o21ai_0: 8
nor4_1: 3
ha_1: 14
nand2_1: 19
and2_1: 3
dfxtp_1: 34
inv_1: 14
buf_4: 10
xnor2_1: 7
nor2_1: 35
edfxtp_1: 22
nand3_1: 5
nor2b_1: 5
clkdlybuf4s50_1: 22
a31oi_1: 3
mux2i_1: 17
xor2_1: 3
nor3_1: 7
## worst register-to-register path: cells and delay by family, from the launching register on
family | cells | cell delay, ns
XOR/XNOR | 1 | 0.17
buffers and inverters | 1 | 0.09
flip-flops | 1 | 0.43
AND/OR/NAND/NOR | 1 | 0.25
adder cells (fa/ha/maj) | 1 | 0.23
multiplexers | 1 | 0.36
Power and IR drop assume default switching activity.
